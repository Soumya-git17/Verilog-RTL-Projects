==> design.v <==
module alu_8bit(
    input wire [7:0] A,
    input wire [7:0] B,
    input wire [3:0] opcode,
    output reg [7:0] result,
    output reg carry,
    output reg zero,
    output reg overflow,
    output reg sign
);
reg [15:0] temp;
localparam ADD = 4'b0000;
localparam SUB = 4'b0001;
localparam AND = 4'b0010;
localparam OR  = 4'b0011;
localparam XOR = 4'b0100;
localparam NOT = 4'b0101;
localparam LSH = 4'b0110;
localparam RSH = 4'b0111;
localparam LT  = 4'b1000;
localparam GT  = 4'b1001;
localparam EQ  = 4'b1010;
localparam INC = 4'b1011;
localparam DEC = 4'b1100;
localparam MUL = 4'b1101;
localparam DIV = 4'b1110;
always @(*) begin
    carry = 0;
    overflow = 0;
    zero = 0;
    sign = 0;
    case (opcode)
        ADD: begin
            temp = A + B;
            result = temp[7:0];
            carry = temp[8];
            overflow = (A[7] & B[7] & ~result[7]) | (~A[7] & ~B[7] & result[7]);
        end
        SUB: begin 
            temp = A - B;
            result = temp[7:0];
            carry = (A<B);
            overflow = (A[7] ^ B[7]) & (A[7] ^ result[7]);
        end
        AND: result = A & B;
        OR:  result = A | B;
        XOR: result = A ^ B;
        NOT: result = ~A;
        LSH: result = A << 1;
        RSH: result = A >> 1;
        LT:  result = {7'b0000000,(A < B)};
        GT:  result = {7'b0000000,(A > B)};
        EQ:  result = {7'b0000000,(A == B)};
        INC: begin
            temp = A + 1;
            result = temp[7:0];
            carry = temp[8];
        end
        DEC: begin
            temp = A - 1;
            result = temp[7:0];
            carry = (A == 0);
        end
        MUL: begin
            temp = A * B;
            result = temp[7:0];
            carry = temp[15:8] != 0;
            overflow = temp[15:8] != 0;
        end
        DIV: begin
            if (B != 0) begin
                result = A / B;
                carry = 0;
            end else begin
                result = 8'hFF;
                carry = 1;
            end
        end
        default: result = 8'b00000000;
    endcase
    zero = (result == 8'b00000000);
    sign = result[7];
end
endmodule
==> run.sh <==
#!/bin/bash
# OpenROAD 26Q1-2900-gdf79404cd8, Yosys 0.63+post, stock flow scripts
make -C /OpenROAD-flow-scripts/flow DESIGN_CONFIG=/design/flow/config.mk WORK_HOME=/design/flow/orfs finish
==> config.mk <==
export PLATFORM = sky130hd
export DESIGN_NAME = alu_8bit
export DESIGN_NICKNAME = alu_8bit
export VERILOG_FILES = /design/flow/design.v
export SDC_FILE = /design/flow/constraint.sdc
export NUM_CORES = 4
export LEC_CHECK = 1
export CORE_UTILIZATION = 30
==> constraint.sdc <==
current_design alu_8bit

set clk_period 21.9
set clk_io_pct 0.2

create_clock -name clk0 -period $clk_period

set non_clock_inputs [all_inputs -no_clocks]
set_input_delay [expr $clk_period * $clk_io_pct] -clock clk0 $non_clock_inputs
set_output_delay [expr $clk_period * $clk_io_pct] -clock clk0 [all_outputs]
==> qor.csv <==
metric,value,unit
chip_area,19600,sq um
synthTopLogicFamily,adder cells,
hp-class,input pin to output pin,
detail_route.iter0.violations,511,
wl_per_cell,17.7,microns
setup_viol,0,
ctsHoldBuffers,0,
ys_sh_simple,23.9,%
yosys.cell_types.count,81,
grt_antenna_before_repair,0,
global_routing_usage_summed_across_all_routing_layers,19.1,%
core.rowCount,50,
power-per-cell-area,41.9,nW/um^2
netlist_area,5710,sq um
critical-path-max-stage-delay,530,ps
drt-total-wl,17900,microns
fp-utilization,30.5,%
hold_ws,10190,ps
yosys-mux-area-fraction,4.12,%
place_inst,1014,
critical_path_most_common_cell,ha_1,
maxCapViolCount,0,
timing.critical_path.required,17520,ps
detailed_place.area,6280,sq um
syn-mean-instance-area,7.44,sq um
number_of_hold_slack_violations_in_the_final_timing_report,0,
setup_total_neg_slack,0,ps
detail_route.first_pass.iterations,7,
timing.final.max_slew_violations,0,
comb_area,5190,sq um
place_hpwl,14100,microns
post_cts_buffers,0,
first_pass_grt_wire_length,29400,microns
fmaxAchievable,0.0484,GHz
drt.antenna.violating_nets,0,
yosysChipArea,5710,sq um
yosys.area_share.xor_xnor,2.92,%
remaining_drc_errors,0,
netlist_instances,767,
timing.critical_path.arrival,16280,ps
io-pin-count,32,
route.vias.total,5809,
crit_fanout,9,
timing.setup.critical_path_class,input pin to output pin,
largest_vdd_supply_drop,0.0000305,V
port-buffer-count,32,
post_route_cells_drive_above_1_share,7.44,%
floorplan.core_area,18700,sq um
total_leakage_power,2.83,nW
startpoint_type_of_the_worst_setup_path,input pin,
max_slew_margin,49.1,%
synth_sequential_area_ratio,0,%
result_of_the_run,finished clean,
synth-compound-area-share,24.2,%
vias_per_cell,5.73,
rsz0062_at_grt,false,
pin_count_of_the_biggest_net_entering_global_routing,43,
yosysCellCount,767,
first_global_vias,5469,
gp_congestion,1.01,
timing.critical_path.to_type,output pin,
area_growth_from_synthesis_to_layout,10.0,%
clock_buffer_count,0,
route.antenna.diode_count,0,
slowest_stage,clkdlybuf4s50_1,
fill_cells,1943,
die_height,140,microns
synthesis.yosys.warnings,1,
design_area,6280,sq um
stdcell_count,1014,
min_period,20660,ps
grt_overflow_total,0,
count_of_warning_messages_emitted_by_the_tools,54,
layout_worst_path_cycle_share,94.3,%
sequential_cell_total,0,
synthAdderAreaFrac,35.7,%
max_slew.worst_pin.slew,762,ps
layout.area.seq,0,sq um
cts.repair.resized,0,
floorplan.die.width,140,microns
## report_power, final
group / switching [W] / leakage (nW) / total [W] / internal, W
clock: 0 / 0 / 0 / 0
sequential: 0 / 0 / 0 / 0
combinational: 0.000151 / 2.83 / 0.000263 / 0.000112
## cells in the final DEF, fill, tap and decap left out, drive strengths merged, types with 8 or more instances in the layout
master and n:
a21o 8, a21oi 32, a31oi 9, buf 18, clkdlybuf4s50 32, clkinv 9, fa 38, ha 102
inv 82, mux2 12, nand2 41, nand3 32, nor2 88, nor2b 8, nor3 22, nor4 8
o211ai 11, o21a 9, o21ai 38, or3 11, xnor2 13
## Yosys cell counts, drive strengths merged, types with 5 or more instances
cell type | count | area share (%)
a211oi | 7 | 1.0
a21o | 8 | 1.1
a21oi | 32 | 2.8
a221oi | 6 | 0.92
a22oi | 7 | 1.0
a31oi | 9 | 1.2
and2 | 6 | 0.70
and3 | 5 | 0.55
buf | 19 | 1.9
clkbuf | 18 | 1.2
clkinv | 9 | 0.59
fa | 38 | 13
ha | 102 | 22
inv | 82 | 5.4
mux2 | 12 | 2.5
mux2i | 7 | 1.2
nand2 | 41 | 2.7
nand2b | 5 | 0.55
nand3 | 32 | 2.8
nand4 | 7 | 0.77
nor2 | 88 | 5.8
nor2b | 8 | 0.88
nor3 | 22 | 2.2
nor3b | 6 | 0.79
nor4 | 8 | 0.88
o2111ai | 5 | 0.77
o211ai | 11 | 1.4
o21a | 9 | 1.2
o21ai | 38 | 3.3
o22ai | 7 | 0.77
o31ai | 5 | 0.66
or3 | 11 | 1.2
xnor2 | 13 | 2.0
xor2 | 6 | 0.92
## path summary, 6_finish.rpt
path      start         to  slack, ps  cells past startpoint
max        B[6]       zero       1240                     51
min   opcode[3]  result[0]      10190                      6
## worst max-delay path, delay by kind of cell
family | cells | cell delay (ps)
AND-OR/OR-AND | 23 | 4690
AND/OR/NAND/NOR | 15 | 3300
adder cells (fa/ha/maj) | 7 | 1990
buffers and inverters | 4 | 1280
multiplexers | 2 | 620
## layer usage
| metal | GRT usage [%] | routed length [microns] | vias up |
|---|---|---|---|
| li1 | - | - | 2821 |
| met1 | 28.6 | 8210 | 2668 |
| met2 | 28.2 | 7490 | 279 |
| met3 | 3.31 | 1620 | 41 |
| met4 | 5.49 | 608 | 0 |
| met5 | 0 | 0 | - |
## layout make-up
| cell class | count | area share (%) |
|---|---|---|
| inverters | 91 | 5.44 |
| multi-input cells | 639 | 82.6 |
| well taps | 234 | 4.66 |
| repair buffers | 50 | 7.25 |
## through the flow
step / power [W] / worst slack, ps / util (%)
global placement: 0.000259 / 1510 / 33.6
detailed placement: 0.000260 / 1260 / 33.6
global route: 0.000296 / 271 / 33.6
CTS: 0.000262 / 1250 / 33.6
floorplan: 0.000196 / 3330 / -
finish: 0.000263 / 1240 / 33.6
## kinds of logic (layout without fill, tap and decap cells)
kind of cell	after synthesis	in the layout
buffers and inverters	128	141
AND/OR/NAND/NOR	266	266
AND-OR/OR-AND	194	194
multiplexers	20	20
adder cells (fa/ha/maj)	140	140
XOR/XNOR	19	19
Power and IR drop assume default switching activity.
