===== config.mk =====
export PLATFORM = sky130hd
export DESIGN_NAME = vedic_mul_4x4
export DESIGN_NICKNAME = vedic_mul_4x4
export VERILOG_FILES = /design/flow/design.v
export SDC_FILE = /design/flow/constraint.sdc
export NUM_CORES = 4
export LEC_CHECK = 1
export CORE_AREA = 10 10 70 70
export DIE_AREA = 0 0 80 80

===== constraint.sdc =====
current_design vedic_mul_4x4

set clk_period 6.4
set clk_io_pct 0.2

create_clock -name clk0 -period $clk_period

set non_clock_inputs [all_inputs -no_clocks]
set_input_delay [expr $clk_period * $clk_io_pct] -clock clk0 $non_clock_inputs
set_output_delay [expr $clk_period * $clk_io_pct] -clock clk0 [all_outputs]

===== run.sh =====
#!/bin/bash
# OpenROAD 26Q1-2900-gdf79404cd8, Yosys 0.63+post, stock flow scripts
make -C /OpenROAD-flow-scripts/flow DESIGN_CONFIG=/design/flow/config.mk WORK_HOME=/design/flow/orfs finish

===== design.v =====
module adder_4b(
input [3:0] a,b,
output [3:0] s,
output c
);
assign {c,s} = a+b;
endmodule
`timescale 1ns / 1ns
module half_adder(
	input a,b,
	output sum,carry
);
assign sum=a^b;
assign carry=a&b;
endmodule
module vedic_mul_2x2(
    input [1:0] a,b,
    output [3:0] out
);
wire [3:0] w;
and m1(out[0],a[0],b[0]);
and m2(w[0],a[0],b[1]);
and m3(w[1],a[1],b[0]);
and m4(w[2],a[1],b[1]);
half_adder ha1(w[0],w[1],out[1],w[3]);
half_adder ha2(w[3],w[2],out[2],out[3]);
endmodule
module vedic_mul_4x4(
    input [3:0] a,b,
    output [7:0] out
);
wire [3:0] w1,w2,w3,w4,w5,w6;
wire c0,c1,c2,c,s;
vedic_mul_2x2 m1(b[1:0],a[1:0],w1);
vedic_mul_2x2 m2(b[3:2],a[1:0],w2);
vedic_mul_2x2 m3(b[1:0],a[3:2],w3);
vedic_mul_2x2 m4(b[3:2],a[3:2],w4);
adder_4b m5(w2,w3,w5,c1);
adder_4b m6(w5,{2'b00,w1[3:2]},w6,c2);
half_adder m7(c1,c2,s,c);
adder_4b m8(w4,{c,s,w6[3:2]},out[7:4],c0);
assign out[1:0] = w1[1:0];
assign out[3:2] = w6[1:0];
endmodule

==> Slide: Implementation Results <==
Run Summary

GRT
  – Antenna violations before repair: 0
  – Tot GR Track Use: 3.71%
  – Number of global-route vias before repair: around 460
  – Largest net degree at the start of global routing: 5
  – First-pass GRT wire length: approximately 2 mm
  – Gr ovfl total: 0

Pwr
  – Maximum vdd drop: ~0.024 mV
  – Pleak: just under 0.4 nW
  – Pwr dens: 82.9 nW/um^2

Synth
  – Yosys Instances: approximately 60
  – Synthesis area per yosys: 552 sq um
  – Synth warnings: 0
  – Cell variety after synth: 17
  – Synthesized cell area: 552 sq um
  – Syn avg cell area: 9.05 sq um
  – Sequential area share after synthesis: 0%
  – Cells after synthesis: slightly above 60

Floorplan
  – I/O pin cnt: 16
  – Core Footprint: 3420 sq um
  – DIE WIDTH: 80 um
  – Area of the die: about 6400 sq um
  – FP Rows: 21
  – Init Core Util: between 10% and 20%
  – Die Y: about 80 um

Final layout
  – Flop count: 0
  – Fill cell count: around 390
  – Commonest cells after routing, fill and taps aside: 18 x ha_1, 16 x and2_1, 16 x clkdlybuf4s50_1, 5 x inv_1
  – Share of cells above drive strength 1: under 10%
  – Most frequent logic cell in the layout: ha_1
  – Clock buffers: 0
  – Area grow syn2layout: 39.9%
  – Reg area: 0 sq um
  – Final Util: 22.6%

Detailed routing
  – Routed wire length: ~1.1 mm
  – Via-per-instance ratio: 3.75
  – Remaining antenna violation count after routing: 0
  – DR WL met3: roughly 47 um
  – Met2 Wirelength: ~560 um
  – DR DRC count: 0
  – Antenna cells: 0
  – DR top layer: met3
  – Drt initial violations: 0
  – Total number of vias: approximately 460
  – WL met1: 522 um
  – Drt pass-1 iters: 1
  – WL/cell: 9.25 um

Timing
  – Final Hold Vio Count: 0
  – Min Tclk post-route: 6.14 ns
  – RSZ-0062 raised after global routing: false
  – Fin. max-slew vios: 0
  – Fmax: approximately 0.16 GHz
  – Setup Total Neg Slack: 0 ns
  – Slew @ Worst Pin: 0.322 ns
  – Crit share post-route: a little over nine tenths
  – Rel. slew slack: 78.4%
  – Final setup fails: 0

Status
  – Status: finished clean

Worst setup path
  – Worst Path Required: 5.12 ns
  – CP max FO: 4
  – Startpoint Class: input port
  – Setup CP Type: input port to output port
  – Worst setup EP type: output port
  – CP Data Arrival Time: 4.86 ns

Place
  – DP Wirelength: roughly 1.1 mm
  – Placer Congestion: between 0.7 and 0.8
  – Port Buf Inserts: 16

Job
  – Max-Cap Viols: 0
  – Tool warnings: 32

Clock tree
  – Setup bufs post-CTS: 0

Hold path
  – Hold WC Path Type: input port to output port
[layer usage]
layer / vias up / track usage (%)
met4: 0 / 0
met1: 212 / 4.82
met5: - / 0
li1: 238 / -
met3: 0 / 0.568
met2: 8 / 6.66
[Yosys cell counts]
cell type	count	area (sq um)
ha_1	18	225
and2_1	16	100
inv_1	5	18.8
a21oi_1	4	20.0
fa_1	3	60.1
xor2_1	3	26.3
xnor2_1	2	17.5
a21o_1	1	7.51
a21oi_2	1	8.76
and2_4	1	8.76
and3_1	1	6.26
buf_4	1	7.51
nand3_1	1	5.00
nor2_1	1	3.75
nor4_1	1	6.26
o21bai_1	1	7.51
xnor3_1	1	22.5
[final cells by class]
| class | instances | area (sq um) | area share [%] |
|---|---|---|---|
| inverter | 5 | 18.8 | 2.43 |
| timing repair buffer | 16 | 160 | 20.7 |
| multi-input combinational | 55 | 536 | 69.4 |
| tap | 46 | 57.6 | 7.46 |
[critical path, stage by stage]
cell and delay, ns:
clkdlybuf4s50_1 0.44, and2_1 0.18, ha_1 0.33, fa_1 0.56, inv_1 0.06, fa_1 0.43, nor4_2 0.23, ha_1 0.27
ha_1 0.32, a21oi_2 0.14, xnor2_1 0.13, clkdlybuf4s50_1 0.50
[path summary, 6_finish.rpt]
path | start | cells after the start | to
setup / recovery | a[1] | 12 | out[7]
hold / removal | a[0] | 3 | out[0]
[logic make-up after synthesis]
group,after synthesis,share of synthesized area (%)
buffers and inverters,6,4.76
AND-OR/OR-AND,7,7.94
adder cells (fa/ha/maj),21,51.7
XOR/XNOR,6,12.0
AND/OR/NAND/NOR,21,23.6
[repair_timing]
action,CTS,global route
resized,0,2
endpoints found under the setup margin,0,1
hold buffers,0,0
[where the power goes]
part	internal (W)	total, W	switching (W)	leakage [nW]
logic	0.0000398	0.0000640	0.0000241	0.384
clock network	0	0	0	0
registers	0	0	0	0
total	0.0000398	0.0000640	0.0000241	0.384
[stage by stage]
| step | power (W) | hold slack, ns | worst slack (ns) | std cells | cell area [sq um] |
|---|---|---|---|---|---|
| 3_3_place_gp | 0.0000643 | 3.57 | 0.138 | 122 | 762 |
| 3_5_place_dp | 0.0000645 | 3.57 | 0.130 | 122 | 762 |
| 5_1_grt | 0.0000743 | 3.61 | 0.0372 | 122 | 772 |
| 4_1_cts | 0.0000652 | 3.58 | 0.124 | 122 | 762 |
| 2_1_floorplan | 0.0000305 | 2.63 | 1.25 | 61 | 552 |
| 6_report | 0.0000640 | 3.58 | 0.255 | 122 | 772 |
Power is estimated from default activity; no workload was simulated.
