==> design.v <==
module register_file_16x16 (
    input clk,
    input we,    
    input [3:0] waddr,
    input [15:0] wdata,
    input [3:0] raddr1,
    input [3:0] raddr2,
    output [15:0] rdata1,
    output [15:0] rdata2
);
reg [15:0] reg_file [15:0];      
assign rdata1 = reg_file[raddr1];
assign rdata2 = reg_file[raddr2];
always @(posedge clk) begin
    if (we) begin
        reg_file[waddr] <= wdata;
    end
end
endmodule
==> run.sh <==
#!/bin/bash
# OpenROAD 26Q1-2900-gdf79404cd8, Yosys 0.63+post, stock flow scripts
make -C /OpenROAD-flow-scripts/flow DESIGN_CONFIG=/design/flow/config.mk WORK_HOME=/design/flow/orfs finish
==> config.mk <==
export PLATFORM = sky130hd
export DESIGN_NAME = register_file_16x16
export DESIGN_NICKNAME = register_file_16x16
export VERILOG_FILES = /design/flow/design.v
export SDC_FILE = /design/flow/constraint.sdc
export NUM_CORES = 4
export LEC_CHECK = 1
export CORE_UTILIZATION = 40
==> constraint.sdc <==
current_design register_file_16x16

set clk_period 3.8
set clk_io_pct 0.2

create_clock -name clk0 -period $clk_period [get_ports {clk}]

set non_clock_inputs [all_inputs -no_clocks]
set_input_delay [expr $clk_period * $clk_io_pct] -clock clk0 $non_clock_inputs
set_output_delay [expr $clk_period * $clk_io_pct] -clock clk0 [all_outputs]
==> metrics.cfg <==
[setup_path]
crit_fanout = 11
worstPathArrival_ns = 2.62
setup.worst_path.start_class = primary input
crit_path_cell_trace = buf_4 > buf_4 > mux4_2 > a22oi_1 > nand2_1 > clkdlybuf4s50_1
cp.required_ns = 3.04
cpMostUsedCell = sky130_fd_sc_hd__buf_4
crit_path_end_kind = output pin
crit_path_max_incr_delay_ns = 0.54
critPathSlowestCell = sky130_fd_sc_hd__mux4_2
timing.setup.critical_path_class = primary input to output pin

[cts]
cts_hold_buf = 0
htreeDepth = 1
clock_sinks = 256
count_of_buffers_added_by_post_cts_timing_repair_for_setup = 0
post_cts.resized_instances = 0
cts.reportedPaths.clkPinSlew_ns = 0.06
cts_tree = yes
cts-root-to-sink-buffers = 3
tritoncts.num_buffers = 28
cts_root_buf = sky130_fd_sc_hd__clkbuf_16

[power]
power.ir.vdd_worst_mv = 0.315
power.density_nw_per_um2 = 469
cellLeakagePower_uw = 0.00447
fin_total_pwr_uw = 6520

[synth]
ys_types = 23
seq_share_synth_pct = 65.5
area_share_of_the_leading_cell_type_in_the_synthesized_netlist_pct = 65.5
synth.ff_latch_count = 256
mappedNetlistArea_sq_um = 11700
instance_count_of_the_mapped_netlist = 553
synth_warnings = 1
post_synth_main_area_contributors = sky130_fd_sc_hd__edfxtp_1 (66%), sky130_fd_sc_hd__mux4_2 (20%), sky130_fd_sc_hd__mux4_1 (5.4%)
post_synth.cell_area_avg_sq_um = 21.2
ys_cells = 553
largest_area_cell = sky130_fd_sc_hd__edfxtp_1
synth-area-yosys_sq_um = 11700

[finish]
finalCoreUtilization_pct = 48.3
layout_top_cell_excl_fill_tap = sky130_fd_sc_hd__edfxtp_1
finish.instance_area_sq_um = 13900
fraction_of_layout_cells_with_a_size_suffix_above_1_pct = 31.0
mostFrequentLayoutCells = sky130_fd_sc_hd__edfxtp_1 (256), sky130_fd_sc_hd__mux4_2 (102), sky130_fd_sc_hd__a22oi_1 (64)
max_flop_register = reg_file
largest_register_ffs = 256
reg.largest.list = reg_file: 256 flops
area.growth.synth_to_final_pct = 18.6

[floorplanning]
core_region_area_sq_um = 28800
fraction_of_the_core_area_occupied_by_cells_at_floorplan_pct = 40.8
overall_chip_area_sq_um = 30000
rows = 62
io_pins = 62
dieHeight_microns = 173
die_w_microns = 173

[status]
outcome = finished, final reports clean

[detailed_routing]
drc = 0
drt_first_iter_violations = 342
drt_first_pass_iters = 4
insertedDiodeCount = 0
route.detailed.vias_per_inst = 6.06
route.vias.total = 6320
routed_wirelength_microns = 29200
route.detailed.wl_per_inst_microns = 28.0
route.antenna.remaining_nets = 0

[grt]
antenna_found_initial = 1
grt_pass1_wl_microns = 43900
grt_use_total_pct = 22.4
first_global_vias = 7265
grt_start_max_net_pins = 65
global_route_overflow = 0

[hold_path]
holdCritPathClass = primary input to register

[final_timing]
post-route-period-util_pct = 89.0
rsz0062_at_grt = false
timing_max_transition_violations_final = 0
worst_slew_margin_rel_pct = 60.7
post-route-min-period_ns = 3.38
finalSetupViolations = 0
max_freq_mhz = 296
transition_time_at_the_pin_with_the_least_slew_margin_ns = 0.588
fin_setup_tns_ns = 0
timing.final.hold_violations = 0

[place]
gp_congestion = 0.805
dp_hpwl_microns = 16300
io_buffers = 61
placement.cell_area_sq_um = 13000

[run]
max_cap_violations = 0
warnings = 25

-- per-stage QoR --
step	std cells	hold slack, ns	setup slack [ns]
detailed placement	991	1.68	0.392
global route	1043	1.19	0.256
global placement	991	1.66	0.373
finish	1043	1.13	0.419
floorplan	553	0.859	0.985
CTS	1043	1.10	0.383
-- path summary, 6_finish.rpt --
check / start / end / slack [ns] / cells past startpoint
max: raddr1[0] / rdata1[8] / 0.42 / 6
min: wdata[13] / reg_file[6][13] / 1.13 / 1
-- cell type report --
cell class	instances	area, sq um
clock inverters	18	205
well taps	384	480
flip-flops and latches	256	7690
fillers	2275	14900
multi-input cells	255	3800
repair buffers	96	996
clock buffers	34	744
-- metal layers --
layer	vias up	part of all wire (%)	global-route usage, %
li1	2622	-	-
met4	4	2.2	4.02
met2	519	46	31.4
met5	-	0.31	1.92
met1	3127	32	27.0
met3	48	19	19.8
-- critical path: cells and delay by family --
family / cells / cell delay (ns)
compound gates: 1 / 0.21
mux: 1 / 0.54
simple gates: 1 / 0.14
buf+inv: 3 / 0.96
-- synth_stat cells --
library cell / number
sky130_fd_sc_hd__nand3_1: 1
sky130_fd_sc_hd__buf_2: 4
sky130_fd_sc_hd__and2_1: 2
sky130_fd_sc_hd__nor3_1: 4
sky130_fd_sc_hd__nor2b_1: 4
sky130_fd_sc_hd__buf_6: 10
sky130_fd_sc_hd__nor2_1: 14
sky130_fd_sc_hd__nand3b_1: 2
sky130_fd_sc_hd__a22oi_1: 64
sky130_fd_sc_hd__buf_4: 5
sky130_fd_sc_hd__mux4_4: 2
sky130_fd_sc_hd__nand2_1: 33
sky130_fd_sc_hd__edfxtp_1: 256
sky130_fd_sc_hd__or3b_2: 1
sky130_fd_sc_hd__buf_1: 2
sky130_fd_sc_hd__mux4_1: 24
sky130_fd_sc_hd__dlygate4sd1_1: 1
sky130_fd_sc_hd__nand2b_1: 2
sky130_fd_sc_hd__mux4_2: 102
sky130_fd_sc_hd__clkbuf_1: 14
sky130_fd_sc_hd__clkbuf_8: 3
sky130_fd_sc_hd__dlymetal6s2s_1: 1
sky130_fd_sc_hd__clkbuf_4: 2
-- cell families after synthesis --
kind of cell | after synthesis | share of synthesized area (%)
AND/OR/NAND/NOR | 63 | 2.35
multiplexers | 128 | 25.4
buffers and inverters | 42 | 2.62
AND-OR/OR-AND | 64 | 4.10
flip-flops | 256 | 65.5
-- power by group --
part	leakage (uW)	switching, uW	total [uW]	internal, uW
logic	0.00169	273	568	295
clock network	0.000466	1050	2770	1720
registers	0.00231	21.5	3190	3170
Power figures rest on the tool's default switching activity, not on a simulated workload.
